==> flow/run.sh <==
#!/bin/bash
# OpenROAD 26Q1-2900-gdf79404cd8, Yosys 0.63+post, stock flow scripts
make -C /OpenROAD-flow-scripts/flow DESIGN_CONFIG=/design/flow/config.mk WORK_HOME=/design/flow/orfs finish
==> flow/config.mk <==
export PLATFORM = sky130hd
export DESIGN_NAME = key_debounce
export DESIGN_NICKNAME = key_debounce
export VERILOG_FILES = /design/flow/design.v
export SDC_FILE = /design/flow/constraint.sdc
export NUM_CORES = 4
export LEC_CHECK = 1
export CORE_AREA = 10 10 109 109
export DIE_AREA = 0 0 119 119
==> flow/constraint.sdc <==
current_design key_debounce

set clk_period 3.5
set clk_io_pct 0.2

create_clock -name clk0 -period $clk_period [get_ports {clk}]

set non_clock_inputs [all_inputs -no_clocks]
set_input_delay [expr $clk_period * $clk_io_pct] -clock clk0 $non_clock_inputs
set_output_delay [expr $clk_period * $clk_io_pct] -clock clk0 [all_outputs]
==> flow/design.v <==
parameter DRAM_TYPE = "DDR3";
parameter nCK_PER_CLK = 4;
parameter tCK = 2500;
parameter REG_CTRL = "OFF";
parameter DQ_WIDTH = 16;
parameter DRAM_WIDTH = 16;
parameter ECC = "OFF";
parameter RANK_WIDTH = 1;
parameter BANK_WIDTH = 3;
parameter ROW_WIDTH = 14;
parameter COL_WIDTH = 10;
parameter tRP = 13125;
parameter tRRD = 10000;
parameter tRTP = 7500;
parameter tRCD = 13125;
parameter tRC = 50625;
parameter tRAS = 37500;
parameter tFAW = 40000;
parameter tWTR = 7500;
parameter tCKE = 7500;
parameter tREFI = 7800000;
parameter tRFC = 260000;
parameter tDLLK = 512;
parameter BURST_MODE = "8";
parameter BURST_TYPE = "SEQ";
parameter CL = 6;
parameter CWL = 5;
parameter AL = "0";
parameter SLOT_0_CONFIG = 8'b00000001;
parameter SLOT_1_CONFIG = 8'b00000000;
parameter RTT_NOM = "60";
parameter RTT_WR = "OFF";
parameter USER_REFRESH = "OFF";
parameter ADDR_CMD_MODE = "1T";
parameter OUTPUT_DRV = "LOW";
module key_debounce(out, in, clk, rstn);
input  in;
input clk;       
output out;
input rstn;
reg in_reg0;
reg in_reg1;
reg in_reg2;
localparam st_const = 20'd1000000;   
always@(posedge clk or negedge rstn)
    begin
    if (!rstn)
    begin
        in_reg0 <= 1'b0;
        in_reg1 <= 1'b0;
        in_reg2 <= 1'b0;
    end
    else
    begin
        in_reg0 <= in;
        in_reg1 <= in_reg0;
        in_reg2 <= in_reg1;
    end
end
reg [19:0] cnt;
always@(posedge clk or negedge rstn)
    begin
    if (!rstn)
    begin
        cnt <= 20'd0;
    end
    else
    begin
        if (in_reg1 == in_reg2)
        begin
            cnt <= cnt + 1'b1;
        end
        else
        begin
            cnt <= 20'd0;
        end
    end
end
reg out;
always@(posedge clk or negedge rstn)
    begin
    if (!rstn)
    begin
        out <= 1'b0;
    end
    else
    begin
        if (cnt == st_const)
        begin
            out <= in_reg2;
        end
    end
end
endmodule
==> impl_metrics.toml <==
# generated from flow reports
[run_status]
outcome = "finished, final reports clean"

[synthesis]
yosys_cells = 122
async_flop_share_pct = 100
yosys_area_um2 = 1160
edf_count = 0
top_area_cell = "dfrtp_1"
area_leaders = "dfrtp_1 (52%), xnor2_1 (5.3%), or3_1 (4.3%)"
netlist.area_leader.share_pct = 51.6
synth_area_um2 = 1160
postSynthAreaPerCell_um2 = 9.54
yosys.cell_types.count = 26
ys.flops = 24
ff_type = "dfrtp_1"
ys_seq_share_pct = 51.6
yosys_warnings = 1
postSynthCellCount = 122

[global_route]
grt_pass1_vias = 874
track_usage_pct = 3.12
grt_max_degree = 25
grt_pass1_wl_um = 3970
grt_overflow = 0
antenna_found_initial = 0

[worst_hold_path]
worstHoldStart = "in_reg0"
hold_end = "in_reg1"
min_path_type = "flip-flop to flip-flop"
min_path_cells = 0

[sta]
finalClockPeriodUsage_pct = 55.2
holdWs_ns = 0.352
fmax_mhz = 517
fin_tns_setup_ns = 0
hold_viol_final = 0
relSlewSlack_pct = 69.6
setup_viol = 0
fin_crit_ns = 1.93
fin_ws_ns = 1.57
rsz0062_at_grt = "false"
worst_pin_slew_ns = 0.451
drv_slew = 0
finClkSkew_ns = 0.00178

[die]
ios = 4
die_area_um2 = 14200
initial_core_util_pct = 12.1
die_h_um = 119
rows = 36
core-area_um2 = 9640
die-width_um = 119

[power]
power_uw = 484
ir_drop_uv = 102
power_density_nw_per_um2 = 348
comb_power_share_pct = 7.1
clkPwrFrac_pct = 32.4
p_leak_nw = 0.487
p_seq_share_pct = 60.6
p_int_uw = 374
switchingPower_uw = 111
p_sw_share_pct = 22.8

[routing]
routed_wl_um = 2120
drtAntennaViolNets = 0
routed_via_density = 3.48
first_iter_violations = 79
dr.pass1.iters = 4
drcViolationCount = 0
vias = 895
num_antenna_cells = 0
wire_per_inst_um = 8.25

[clock_network]
cts_max_level = 1
clkSinkCount = 24
cts_resized = 0
path_clk_slew_ns = 0.08
cts_setup_buffers = 0
clkLatencyLatePin_ns = 0.26
cts_tree = "done"
cts_buffers = 3
clock_path_buffers = 2
cts_root_buf = "clkbuf_8"
cts.hold.buffers_added = 0

[critical_path]
cp-end-kind = "flip-flop"
required_ns = 3.69
cp.arrival_ns = 2.13
worst-path-max-fanout = 12
r2r-start = "cnt[4]"
cp_slowest_stage_delay_ns = 0.57
cpMaxStageDelayCell = "or3_1"
rrSetupSlack_ns = 1.57
worstSetupStartpointType = "flip-flop"
crit_top_cell = "or3_1"
r2r-end = "cnt[19]"
crit_type = "flip-flop to flip-flop"
reg2reg_depth = 4
crit_path_cell_trace = "nand4_1 > or3_1 > or3_1 > a21oi_1"

[flow_run]
warning_count = 26
drv_cap = 0

[placement]
placedCellCount = 254
dp_slack_ns = 1.61
port_buffers = 3
dp_hpwl_um = 1540
gp_congestion = 0.894

[final_layout]
instances_no_fill = 257
layout-drive-gt1-share_pct = 4.84
area_growth_syn_to_layout_pct = 19.6
-- through the flow --
| step | util, % | area, um2 |
|---|---|---|
| detailed placement | 14.0 | 1350 |
| finish | 14.4 | 1390 |
| CTS | 14.4 | 1390 |
| global route | 14.4 | 1390 |
| floorplan | - | 1160 |
| global placement | 14.0 | 1350 |
-- power by group through the flow --
stage	combinational (mW)	clock, mW	sequential (mW)
CTS	0.0357	0.162	0.293
finish	0.0342	0.157	0.293
global route	0.0401	0.177	0.295
-- area by class of cell --
cell class	count	area, um2
fillers	1092	8250
flip-flops and latches	24	601
multi-input cells	87	519
well taps	133	166
repair buffers	5	45.0
clock buffers	3	41.3
inverters	5	18.8
-- registers in the layout, summed over array words and instances, names as in the netlist --
| register | count |
|---|---|
| in_reg2 | 1 |
| cnt | 20 |
| out | 1 |
| in_reg1 | 1 |
| in_reg0 | 1 |
-- metal layers --
| layer | track usage, % | vias to the layer above | routed length [um] | share of wire (%) |
|---|---|---|---|---|
| met2 | 4.77 | 18 | 952 | 45 |
| met5 | 0 | - | 0 | 0 |
| li1 | - | 430 | - | - |
| met4 | 0.305 | 0 | 21 | 0.99 |
| met3 | 0.767 | 3 | 104 | 4.9 |
| met1 | 4.52 | 444 | 1040 | 49 |
-- cell usage after synthesis (2+ instances only) --
| cell | instances |
|---|---|
| nand2_1 | 7 |
| dfrtp_1 | 24 |
| nor4_1 | 5 |
| nand4_1 | 5 |
| or4_1 | 2 |
| ha_1 | 2 |
| or3_1 | 8 |
| xor2_1 | 3 |
| nand3_1 | 8 |
| inv_1 | 5 |
| nor2_1 | 13 |
| a21oi_1 | 9 |
| xnor2_1 | 7 |
| clkbuf_1 | 4 |
| o21ai_0 | 8 |
| nor3_1 | 2 |
-- cells by family (layout without fill, tap and decap cells) --
logic type / count (synthesis) / in the layout / synth area share (%)
XOR/XNOR: 10 / 10 / 7.53
flip-flops: 24 / 24 / 51.6
AND/OR/NAND/NOR: 57 / 57 / 26.7
multiplexers: 1 / 1 / 0.968
adder cells (fa/ha/maj): 2 / 2 / 2.15
AND-OR/OR-AND: 17 / 17 / 7.31
buffers and inverters: 11 / 13 / 3.76
-- worst max-delay path: cells and delay by family, from the launching register on --
family / cells / cell delay (ns)
and+or+nand+nor: 3 / 1.30
DFF: 1 / 0.42
AOI/OAI and AO/OA: 1 / 0.14
-- layout by cell type, fill, tap and decap left out, types with 3 or more instances in the layout --
cell type        netlist  routed
nor4_1                 5       5
inv_1                  5       5
or3_1                  8       8
o21ai_0                8       8
nand3_1                8       8
dfrtp_1               24      24
clkbuf_8               0       3
nand4_1                5       5
nand2_1                7       7
xnor2_1                7       7
xor2_1                 3       3
a21oi_1                9       9
clkdlybuf4s50_1        0       3
nor2_1                13      13
-- how the worst max path moves through the flow --
stage	slack [ns]	cells past startpoint	end	startpoint
6_report	1.57	4	cnt[19]	cnt[4]
4_1_cts	1.59	4	cnt[19]	cnt[4]
5_1_grt	1.37	4	cnt[19]	cnt[4]
No activity file was given, so power comes from the tool's default toggle rates.
